### /design/flow/run.sh
#!/bin/bash
# OpenROAD 26Q1-2900-gdf79404cd8, Yosys 0.63+post, stock flow scripts
make -C /OpenROAD-flow-scripts/flow DESIGN_CONFIG=/design/flow/config.mk WORK_HOME=/design/flow/orfs finish
### /design/flow/config.mk
export PLATFORM = sky130hd
export DESIGN_NAME = bit_population_counter_top
export DESIGN_NICKNAME = bit_population_counter_top
export VERILOG_FILES = /design/flow/design.v
export SDC_FILE = /design/flow/constraint.sdc
export NUM_CORES = 4
export LEC_CHECK = 1
export CORE_UTILIZATION = 50
### /design/flow/constraint.sdc
current_design bit_population_counter_top

set clk_period 3.3
set clk_io_pct 0.2

create_clock -name clk0 -period $clk_period [get_ports {clk_i}]

set non_clock_inputs [all_inputs -no_clocks]
set_input_delay [expr $clk_period * $clk_io_pct] -clock clk0 $non_clock_inputs
set_output_delay [expr $clk_period * $clk_io_pct] -clock clk0 [all_outputs]
### /design/flow/design.v
module bit_population_counter #(
  parameter WIDTH = 24
)(
  input  logic                       clk_i,
  input  logic                       srst_i,
  input  logic [WIDTH - 1:0]         data_i,
  input  logic                       data_val_i,
  output logic [$clog2(WIDTH) - 1:0] data_o,
  output logic                       data_val_o
);
  localparam WIDTH_ALLIGNED     = 2**$clog2(WIDTH);
  localparam OUT_DATA_SIZE      = $clog2(WIDTH);
  localparam LNUMBER_OF_WINDOWS = $clog2(WIDTH_ALLIGNED / 4);
  localparam NUMBER_OF_BUFFERS  = LNUMBER_OF_WINDOWS + 1;
  logic [WIDTH_ALLIGNED - 1:0]                                                 data_i_buf;
  logic [LNUMBER_OF_WINDOWS - 1:0]                                             data_val_buf;
  logic [NUMBER_OF_BUFFERS - 1:0][WIDTH_ALLIGNED/4 - 1:0][OUT_DATA_SIZE - 1:0] buffers;
  assign data_i_buf = (WIDTH_ALLIGNED)'(data_i);
  genvar k;
  generate
    for ( k = 0; k < WIDTH_ALLIGNED / 4; k++ )
      begin: initial_count
        assign buffers[0][k] = data_i_buf[k*4] + data_i_buf[k*4 + 1] + data_i_buf[k*4 + 2] + data_i_buf[k*4 + 3];
      end
  endgenerate
  genvar i;
  generate
    for ( i = 1; i < LNUMBER_OF_WINDOWS + 1; i++ )
      begin: adding
        always_ff @( posedge clk_i )
          begin
            for ( int j = 0; j < WIDTH_ALLIGNED / (2**(2+i)); j++ )
              begin
                buffers[i][j] <= buffers[i - 1][j*2] + buffers[i - 1][j*2 + 1];
              end
          end
      end
  endgenerate
  assign data_o = buffers[NUMBER_OF_BUFFERS - 1][0];
  always_ff @( posedge clk_i )
    begin
      if ( srst_i )
        data_val_buf <= '0;
      else
        data_val_buf <= { data_val_buf[LNUMBER_OF_WINDOWS - 2:0], data_val_i };  
    end
  assign data_val_o = data_val_buf[LNUMBER_OF_WINDOWS - 1];
endmodule
module bit_population_counter_top (
  input  logic                    clk_i,
  input  logic                    srst_i,
  input  logic [127:0]             data_i,
  input  logic                     data_val_i,
  output logic [$clog2(128) - 1:0] data_o,
  output logic                     data_val_o
);
  logic                     srst;
  logic [127:0]              data;
  logic                      data_val;
  logic [$clog2(128) - 1:0] data_output;
  logic                     data_val_output;
  always_ff @( posedge clk_i )
    begin
      srst     <= srst_i;
      data     <= data_i;
      data_val <= data_val_i; 
    end 
  bit_population_counter #(
    .WIDTH      ( 128              )
  ) bit_population_counter (
    .clk_i      ( clk_i           ),
    .srst_i     ( srst            ),
    .data_i     ( data            ),
    .data_val_i ( data_val        ),
    .data_o     ( data_output     ),
    .data_val_o ( data_val_output )  
);
  always_ff @( posedge clk_i )
    begin
      data_o     <= data_output;
      data_val_o <= data_val_output;
    end
endmodule
==> results.ini <==
[worst_setup_path]
crit_chain=ha_1 > fa_1 > inv_1 > fa_1 > inv_1 > ha_1 > inv_1 > fa_1 > xor2_1
crit_required_ns=3.73
cpLargestDelayFamily=adder cells
cp-start-kind=register
critical_path.max_fanout=2
worst-path-buf-inv=3
worstSetupPathType=reg2reg
slowest_stage=fa_1
worstSetupEndpointType=register
slowest_delay_ns=0.51
crit_arrival_ns=2.93

[yosys]
yosys.area.top_type=dfxtp_1
ys_ff=292
yosys_area_mm2=0.0119
area_leaders=dfxtp_1 49%, ha_1 19%, fa_1 13%
synth_area_mm2=0.0119
yosysWarnings=2
postSynthSeqShare_pct=48.9
synth.avg_cell_area_um2=12.2
yosysCellCount=980
ys_types=17
top_area_share_pct=48.9
synth_cells=980

[timing]
timing.final.crit_period_ns=2.50
worst_pin_slew_ns=0.206
fmax_mhz=400
grt_setup_unrepaired=false
finalHoldViolCount=0
tns_ns=0
slew_violations=0
worst_slew_margin_rel_pct=86.2
skew_ns=0.00724
period_used_pct=75.8
finalSetupViolations=0

[cts]
clock_latency_ns=0.54
post_cts_buffers=0
cts_tree=yes
cts_htree_levels=1
cts_root_buf=clkbuf_16
cts_made_buffers=31
clk_path_buf_depth=3
cts_sinks=292
cts_hold_buf=0
clkTransAtPathRegs_ns=0.06
ctsResizeCount=0

[placed_design]
dpl.hpwl_mm=11.8
numPortBuffers=138
dp.cells=1437
gp_congestion=0.794

[job]
warnings=57
maxCapViolations=0

[pwr]
power_density_mw_per_mm2=835
ir_drop_mv=0.473
cellLeakagePower_nw=7.20

[grt]
overflow=0
grt_pass1_wl_mm=27.3
grt_max_degree=15
grt_pass1_vias=6401
antenna_found_initial=0
grt_usage_pct=14.4

[detailed_routing]
drtIter0Drc=145
via_count=6349
drc=0
diodes=0
wl_per_cell_um=10.2
routed_wl_mm=15.2
dr.pass1.iters=4
vias_per_cell=4.26
ant_nets=0

[die]
die-area_mm2=0.0245
fp-row-count=56
io_pins=139
fp_util_pct=50.9
design.core.area_mm2=0.0235
die_x_um=157
die_height_um=157

[cells_and_area]
layout-drive-gt1-share_pct=4.60
final_cell_mix=292 x dfxtp_1, 218 x inv_1, 182 x ha_1
layout_top_cell=dfxtp_1
stdcell_count=1492
postLayoutCoreUtil_pct=62.9
syn2layout_area_growth_pct=23.6

[outcome]
status=finished, final reports clean

[min_path]
hold_path.class=reg2reg

==> where the power goes <==
part           leakage [nW]  switching, mW  internal (mW)
logic                  4.25           1.91           2.06
clock network         0.494           1.32           2.08
registers              2.45          0.385           4.56
total                  7.20           3.61           8.71
==> final cells by class <==
cell class,count,area [um2]
flip-flops and latches,292,5850
repair buffers,138,1380
clock buffers,42,877
clock inverters,13,156
well taps,319,399
fillers,1865,8720
inverters,218,818
multi-input cells,470,5280
==> per-stage QoR <==
stage	total power, mW	area (um2)	setup WS, ns	hold WS (ns)
2_1_floorplan	8.02	11900	0.876	0.310
3_3_place_gp	9.06	13700	0.832	0.311
3_5_place_dp	9.06	13700	0.794	0.312
4_1_cts	12.6	14800	0.781	0.325
5_1_grt	13.4	14800	0.675	0.328
6_report	12.3	14800	0.799	0.325
==> cells by family (layout without fill, tap and decap cells) <==
logic type,count (synthesis),count (layout),synth area share [%]
xor+xnor,52,52,3.81
simple gates,39,39,1.79
flops,292,292,48.9
fa+ha+maj,261,261,32.3
compound gates,118,118,6.29
buf+inv,218,411,6.85
==> layer usage <==
layer | part of all wire, % | wire length [um] | up-vias | global-route usage (%)
li1 | - | - | 3393 | -
met4 | 3.6 | 549 | 0 | 4.01
met2 | 43 | 6470 | 105 | 21.6
met1 | 50 | 7630 | 2812 | 22.9
met5 | 0 | 0 | - | 0
met3 | 3.7 | 566 | 39 | 2.23
==> final timing paths <==
path / start / end / slack, ns / cells after the start
min reg2reg: bit_population_counter.buffers[1123]$_DFF_P_ / data_o[3]$_DFF_P_ / 0.33 / 0
max: data[8]$_DFF_P_ / bit_population_counter.buffers[233]$_DFF_P_ / 0.80 / 9
min: bit_population_counter.buffers[1123]$_DFF_P_ / data_o[3]$_DFF_P_ / 0.33 / 0
max reg2reg: data[8]$_DFF_P_ / bit_population_counter.buffers[233]$_DFF_P_ / 0.80 / 9
==> cell usage after synthesis (all sizes together) <==
| cell | n |
|---|---|
| o21bai | 20 |
| nand2b | 14 |
| a211oi | 16 |
| xor2 | 18 |
| nor2b | 13 |
| ha | 182 |
| fa | 79 |
| o21ai | 24 |
| xnor2 | 34 |
| nor2 | 12 |
| a21o | 22 |
| dfxtp | 292 |
| inv | 218 |
| a21oi | 36 |
==> worst reg2reg max path: stages (launching register included) <==
cell	delay, ns
dfxtp_1	0.30
ha_1	0.30
fa_1	0.51
inv_1	0.05
fa_1	0.43
inv_1	0.07
ha_1	0.15
inv_1	0.05
fa_1	0.37
xor2_1	0.16
==> registers in the layout, summed over array words and instances, names as in the netlist <==
| signal | flops |
|---|---|
| bit_population_counter.data_val_buf | 5 |
| data_o | 7 |
| data_val | 1 |
| data | 128 |
| data_val_o | 1 |
| srst | 1 |
| bit_population_counter.buffers | 149 |
Power figures rest on the tool's default switching activity, not on a simulated workload.
